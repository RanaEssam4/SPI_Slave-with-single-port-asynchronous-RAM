[flow/run.sh]
#!/bin/bash
# OpenROAD 26Q1-2900-gdf79404cd8, Yosys 0.63+post, stock flow scripts
make -C /OpenROAD-flow-scripts/flow DESIGN_CONFIG=/design/flow/config.mk WORK_HOME=/design/flow/orfs finish
[flow/config.mk]
export PLATFORM = sky130hd
export DESIGN_NAME = TopModule
export DESIGN_NICKNAME = TopModule
export VERILOG_FILES = /design/flow/design.v
export SDC_FILE = /design/flow/constraint.sdc
export NUM_CORES = 4
export LEC_CHECK = 1
export CORE_UTILIZATION = 40
[flow/constraint.sdc]
current_design TopModule

set clk_period 21.9
set clk_io_pct 0.2

create_clock -name clk0 -period $clk_period [get_ports {clk}]

set non_clock_inputs [all_inputs -no_clocks]
set_input_delay [expr $clk_period * $clk_io_pct] -clock clk0 $non_clock_inputs
set_output_delay [expr $clk_period * $clk_io_pct] -clock clk0 [all_outputs]
[flow/design.v]
module SPI_RAM(din,clk,rst_n,rx_valid,dout,tx_valid);
input [9:0] din;
input clk,rst_n,rx_valid;
output reg [7:0] dout;
output reg tx_valid;
parameter MEM_DEPTH=256;
parameter ADDR_SIZE=8;
reg [ADDR_SIZE-1:0] wr_addr;
reg [ADDR_SIZE-1:0] rd_addr;
reg [7:0] mem [MEM_DEPTH-1:0];
integer i;
always@(posedge clk or negedge rst_n)begin
    if(!rst_n)begin
        dout<=0;
        tx_valid<=0;
        wr_addr<=0;
        rd_addr<=0;
    end
    else if(rx_valid) begin
        case(din[9:8])
        'b00: wr_addr <= din[7:0];
        'b01: mem[wr_addr] <= din[7:0];
        'b10: rd_addr <= din[7:0];
        'b11: begin 
            dout<= mem[rd_addr];
            tx_valid <= 1;
        end
    endcase
    end
    else 
        tx_valid <= 0;
end
endmodule
module SPI_Slave(MOSI,clk,SS_n,tx_data,tx_valid,rst_n,MISO,rx_valid,rx_data);
    input MOSI,clk,SS_n;
    input [7:0] tx_data;
    input tx_valid,rst_n;
    output reg MISO,rx_valid;
    output reg [9:0] rx_data;
parameter IDLE     = 3'b000;
parameter CHK_CMD  = 3'b001;
parameter WRITE    = 3'b010;
parameter READ_DATA= 3'b011;
parameter READ_ADD = 3'b100;
reg [2:0] cs, ns;
reg read_ctrl;            
reg is_read_cmd;          
reg [3:0] bit_count;    
reg [9:0] rx_buffer;
reg flag;
always @(posedge clk) begin
    if (!rst_n) 
        cs <= IDLE;
    else 
        cs <= ns;
end
always @(*) begin
    case (cs)
        IDLE: begin
            ns = (!SS_n) ? CHK_CMD : IDLE;
        end
        CHK_CMD: begin
            if (SS_n) 
                ns = IDLE;
            else begin
                if(is_read_cmd)
                    ns = ((!read_ctrl) ? READ_ADD : READ_DATA);
                else 
                    ns = WRITE;
            end
        end
        WRITE: begin
            if (SS_n) 
                ns = IDLE;
            else if (bit_count < 10) 
                ns = cs;
            else 
                ns = IDLE;
        end
        READ_ADD: begin
            if (SS_n) 
                ns = IDLE;
            else if (bit_count < 10) 
                ns = cs;
            else 
                ns = IDLE ;
        end
        READ_DATA: begin
            if (SS_n) 
                ns = IDLE;
            else if (bit_count < 10) 
                ns = cs;
            else 
                ns = IDLE;
        end
        default: ns = IDLE;
    endcase
end
always @(posedge clk) begin
    if (!rst_n) begin
        rx_valid    <= 1'b0;
        rx_data     <= 10'b0;
        rx_buffer   <= 10'b0;
        MISO        <= 1'b0;
        bit_count   <= 4'b0;
        read_ctrl   <= 1'b0;
        is_read_cmd <= 1'b0;
        flag        <= 1'b0;
    end 
    else begin
        rx_valid <= 1'b0;
        if(tx_valid)
            flag<=1;
        case (cs)
            IDLE: begin
                bit_count <= 4'b0;
                MISO      <= 1'b0;
                rx_valid  <= 1'b0;
            end
            CHK_CMD: begin
                if (!SS_n) begin
                    is_read_cmd <= MOSI; 
                    bit_count   <= 4'b0;   
                end
            end
            WRITE: begin
                if (!SS_n) begin
                    if (bit_count < 10) begin
                        rx_buffer[9-bit_count] <= MOSI;
                        if (bit_count == 9) begin
                            rx_data<= rx_buffer;
                            rx_valid <= 1'b1;
                        end
                        else 
                            rx_valid <= 1'b0;
                        bit_count <= bit_count + 1;  
                    end
                end
            end
            READ_ADD: begin
                if (!SS_n && (bit_count < 10)) begin
                    rx_data[9-bit_count] <= MOSI;
                    if (bit_count == 9) begin  
                        rx_valid <= 1'b1;
                        read_ctrl <= 1'b1;
                         bit_count<=0;
                    end
                    else
                       rx_valid<=0;                    
                    bit_count <= bit_count + 1;
                end
            end
            READ_DATA: begin
                if (!SS_n && (bit_count < 10)) begin
                    rx_data[9-bit_count] <= MOSI;
                    if (flag && (bit_count < 8)) 
                        MISO <= tx_data[7-bit_count];
                    else 
                        MISO <= 1'b0;  
                    if (bit_count == 9) begin 
                        read_ctrl <= 1'b0;
                        flag<=0; 
                    end                    
                    bit_count <= bit_count + 1;
                end
                else
                    bit_count<=0;
            end
        endcase
    end
end
endmodule
module TopModule(MOSI,clk,SS_n,rst_n,MISO);
    input MOSI,clk,SS_n,rst_n;
    output MISO;
    wire [9:0] rx_data;
    wire rx_valid,tx_valid;
    wire [7:0] tx_data;
    SPI_Slave spi_slave (MOSI,clk,SS_n,tx_data,tx_valid,rst_n,MISO,rx_valid,rx_data);
    SPI_RAM ram(rx_data,clk,rst_n,rx_valid,tx_data,tx_valid);
endmodule
==> impl_metrics.tcl <==
# place-and-route summary
set metrics [dict create \
    holdCritPathClass "flip-flop to flip-flop" \
    worst-path-buf-inv 3 \
    pwr-share-comb_pct 0.5 \
    clk_pin_slew_ps 60 \
    finClkSkew_ps 49.2 \
    critPathTopFamily "simple AND/OR/NAND/NOR gates" \
    routabilityCongestion 1.30 \
    p_sw_mw 1.75 \
    yosys_warnings 3 \
    fmax_mhz 137 \
    crit_type "input pin to flip-flop" \
    final_max_slew_viol_count 9 \
    vias_per_cell 8.04 \
    fin_setup_tns_ps 0 \
    synth_area_um2 81000 \
    top_cell_area_share_pct 76.0 \
    io_pins 5 \
    status "finished, violations left" \
    violations "max-capacitance violations, max-slew violations" \
    core_um2 200000 \
    post_cts_buffers 0 \
    drcViolationCount 0 \
    synth-main-ff-cell "edfxtp_1" \
    finalWorstSetupSlack_ps 14600 \
    dr.pass1.iters 12 \
    design_area_um2 95400 \
    power.share.clock_pct 46.5 \
    endpoint_kind "flip-flop" \
    wire_per_inst_um 72.2 \
    vias 68300 \
    intPower_mw 6.52 \
    grt_max_degree 87 \
    cp.arrival_ps 7860 \
    clk-insertion-delay-late_ps 930 \
    cap_violations 2 \
    die_width_um 452 \
    grt_pass1_vias 65300 \
    htree_levels 4 \
    required_ps 22460 \
    syn_inst 5048 \
    whs_path_depth 2 \
    seqPwrFrac_pct 52.9 \
    cts_made_buffers 221 \
    grt_pass1_wl_mm 758 \
    ant_nets 0 \
    initCoreUtil_pct 40.4 \
    hold_end "spi_slave.flag" \
    cts.repair.resized 0 \
    peakVddDrop_uv 82.7 \
    postCtsHoldBufs 0 \
    ys_ff 2107 \
    hold_violations 0 \
    synth_top_cell_by_area "edfxtp_1" \
    avgSynthCellArea_um2 16.0 \
    holdCritStartpoint "spi_slave.flag" \
    log.warning_count 32 \
    utilization_pct 47.6 \
    r2r-start "ram.rd_addr[5]" \
    startpoint_type "input pin" \
    yosysCellCount 5048 \
    drt_wl_total_mm 613 \
    ys_chip_area_um2 81000 \
    crit_slowest_cell "or3_1" \
    r2r-end "ram.dout[0]" \
    power.density_nw_per_um2 86.7 \
    crit_chain "buf_2 > buf_4 > and4b_1 > nand4_1 > or3_1 > nor2_1 > buf_4" \
    min_period_over_period_pct 33.3 \
    max_stage_delay_ps 730 \
    ctsLongestPathBuffers 3 \
    rsz0062_at_grt "no" \
    initialDrtViolationCount 10900 \
    grt_antenna_before_repair 130 \
    dp_slack_ps 13900 \
    dpl.cell_count 7910 \
    die_height_um 452 \
    numClockSinks 2107 \
    tightest_slew_ps 1840 \
    async_flop_share_pct 1.19 \
    path_common_cell "buf_4" \
    synth_cell_type_count 73 \
    reg2reg_depth 12 \
    instances_no_fill 8493 \
    clockRootBuffer "clkbuf_16" \
    finalSetupViolCount 0 \
    final.min_clock_period_ps 7300 \
    placed_area_um2 87700 \
    tritoncts "built" \
    port_buffers 4 \
    drive_above_1_share_pct 18.5 \
    hpwl_mm 430 \
    regToRegSetupSlack_ps 15080 \
    power_mw 8.27 \
    synth-edff-count 2048 \
    grt_use_total_pct 65.4 \
    synthTopCellsByArea "edfxtp_1, a22oi_1, a32oi_1" \
    hold_slack_ps 468 \
    swShare_pct 21.2 \
    leakage_nw 33.7 \
    worstPathMaxFanout 55 \
    rows 164 \
    area_growth_pct 17.8 \
    postSynthSeqShare_pct 77.6 \
    chipArea_um2 204000 \
    overflow 0 \
    relSlewSlack_pct -23.0 \
]
[layer usage]
metal  track usage, %  vias up  part of all wire, %
li1                 -    22000                    -
met1             64.0    33300                   27
met2             73.8     9551                   36
met3             61.6     3128                   22
met4             57.4      244                   13
met5             58.4        -                  2.1
[sequential cells by signal, indices dropped and copies added (netlist names)]
| name | count |
|---|---|
| spi_slave.rx_valid | 1 |
| spi_slave.MISO | 1 |
| ram.tx_valid | 1 |
| spi_slave.read_ctrl | 1 |
| spi_slave.rx_buffer | 10 |
| ram.dout | 8 |
| spi_slave.cs | 5 |
| ram.wr_addr | 8 |
| ram.rd_addr | 8 |
| spi_slave.bit_count | 4 |
| spi_slave.is_read_cmd | 1 |
| spi_slave.rx_data | 10 |
| ram.mem | 2048 |
| spi_slave.flag | 1 |
[cell usage after synthesis, drive strengths merged (34+ instances only)]
cell type,number
a21oi,63
a221oi,42
a222oi,74
a22o,56
a22oi,441
a32oi,190
and3,37
buf,195
clkbuf,195
dfxtp,34
edfxtp,2048
nand2,124
nand3,317
nand4,129
nor2,411
nor3,36
nor4,63
o21ai,44
o22ai,181
or4,40
[cell usage in the layout, fill, tap and decap left out, drive strengths merged, types with 21 or more instances in the layout]
master	instances
edfxtp	2048
buf	594
a22oi	441
nor2	411
nand3	317
clkbuf	270
a32oi	190
o22ai	181
diode	166
nand4	129
nand2	124
clkinv	107
a222oi	74
a21oi	63
nor4	63
a22o	56
o21ai	44
a221oi	42
or4	40
and3	37
nor3	36
dfxtp	34
nor2b	25
dfrtp	25
bufinv	21
[cell families after synthesis]
group	share of synthesized area, %
AND-OR/OR-AND	11.2
XOR/XNOR	0.0865
adder cells (fa/ha/maj)	0.201
multiplexers	0.379
AND/OR/NAND/NOR	8.33
buffers and inverters	2.22
flip-flops	77.6
[power by group through the flow]
stage / Sequential, mW / Clock (mW) / Combinational, mW
after CTS: 4.38 / 3.83 / 0.0430
after global routing: 4.37 / 3.97 / 0.0446
final: 4.38 / 3.85 / 0.0453
[worst max-delay path by stage]
stage                 startpoint               to  slack, ps  cells past startpoint
after CTS                  rst_n  ram.mem[227][4]      14840                      7
after global routing       rst_n  ram.mem[210][7]      14660                      6
final                      rst_n  ram.mem[227][5]      14600                      7
[layout make-up]
| type | instances | area (um^2) |
|---|---|---|
| well taps | 2656 | 3320 |
| flip-flops and latches | 2107 | 62800 |
| fillers | 16800 | 105000 |
| multi-input cells | 2540 | 16900 |
| diodes | 166 | 415 |
| repair buffers | 598 | 4610 |
| clock inverters | 146 | 1460 |
| clock buffers | 269 | 5800 |
| inverters | 11 | 41.3 |
[worst reg2reg max path, cell delays in order (launching register included)]
cell and delay [ps]:
dfrtp_2 390, buf_4 670, nor4b_2 1390, buf_4 380, buf_4 530, buf_4 660, nand3_1 830, nand4_1 490
nor4_1 130, nand4_1 570, nor4_1 220, buf_4 240, a221oi_1 240
No activity file was given, so power comes from the tool's default toggle rates.
